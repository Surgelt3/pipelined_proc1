$ cat flow/run.sh
#!/bin/bash
# OpenROAD 26Q1-2900-gdf79404cd8, Yosys 0.63+post, stock flow scripts
make -C /OpenROAD-flow-scripts/flow DESIGN_CONFIG=/design/flow/config.mk WORK_HOME=/design/flow/orfs finish
$ cat flow/config.mk
export PLATFORM = sky130hd
export DESIGN_NAME = RISCV_CORE
export DESIGN_NICKNAME = RISCV_CORE
export VERILOG_FILES = /design/flow/design.v
export SDC_FILE = /design/flow/constraint.sdc
export NUM_CORES = 4
export LEC_CHECK = 1
export CORE_UTILIZATION = 40
$ cat flow/constraint.sdc
current_design RISCV_CORE

set clk_period 23.9
set clk_io_pct 0.2

create_clock -name clk0 -period $clk_period [get_ports {clk}]

set non_clock_inputs [all_inputs -no_clocks]
set_input_delay [expr $clk_period * $clk_io_pct] -clock clk0 $non_clock_inputs
set_output_delay [expr $clk_period * $clk_io_pct] -clock clk0 [all_outputs]
$ cat flow/design.v
module RISCV_CORE(
    input clk, reset, 
    output [31:0] PCF, 
    input [31:0] InstrF,
    output [14:12] funct3M,
    input [31:0] ReadDataM,
    output MemWriteM,
    output [31:0] ALUResultM, WriteDataM
);
    wire [31:0] InstrD;
    wire RegWriteD, MemWriteD, JumpD, BranchD, ALUSrcD;
    wire [1:0] ResultSrcD, ImmSrcD;
    wire [2:0] ALUControlD;
    control_unit CU(
        .op(InstrD[6:0]), .funct3(InstrD[14:12]), .funct7b5(InstrD[30]), .RegWrite(RegWriteD), .ResultSrc(ResultSrcD), .MemWrite(MemWriteD),
        .Jump(JumpD), .Branch(BranchD), .ALUControl(ALUControlD), .ALUSrc(ALUSrcD), .ImmSrc(ImmSrcD)
    );
    datapath DP(
        .clk(clk), .reset(reset), .PCF(PCF), .InstrF(InstrF), .InstrD(InstrD), 
        .RegWriteD(RegWriteD), .MemWriteD(MemWriteD), .JumpD(JumpD), .BranchD(BranchD),
        .ALUSrcD(ALUSrcD), .ResultSrcD(ResultSrcD), .ImmSrcD(ImmSrcD),
        .ALUControlD(ALUControlD), .funct3M(funct3M), .ALUResultM(ALUResultM), 
        .WriteDataM(WriteDataM), .MemWriteM(MemWriteM)
    );
endmodule
module adder(input [31:0] a, b,
            output [31:0] y
            );
    assign y = a + b;
endmodule
module alu(
    input [31:0] SrcA, SrcB,
    input [2:0] ALUControl,
    output reg [31:0] ALUResult, 
    output Zero
);
    assign Zero = (ALUResult==0);
    always @(*) begin
        case (ALUControl)
            3'b000: ALUResult = SrcA + SrcB;
            3'b001: ALUResult = SrcA - SrcB;
            3'b010: ALUResult = SrcA & SrcB;
            3'b011: ALUResult = SrcA | SrcB;
            3'b101: ALUResult = SrcA < SrcB;
        endcase
    end
endmodule
module aludec(
    input opb5, funct7b5,
    input [1:0] ALUOp, 
    input [2:0] funct3,
    output reg [2:0] ALUControl
);
    wire RtypeSub;
    assign RtypeSub = funct7b5 & opb5;
    always @(*) begin
        case(ALUOp)
            2'b00: ALUControl = 3'b000;  
            2'b01: ALUControl = 3'b001;  
            default:  
                case(funct3) 
                    3'b000: if (RtypeSub)
                                ALUControl = 3'b001;  
                            else
                                ALUControl = 3'b000;  
                    3'b010: ALUControl = 3'b101;  
                    3'b110: ALUControl = 3'b011;  
                    3'b111: ALUControl = 3'b010;  
                    default: ALUControl = 3'bxxx;
                endcase
        endcase
    end
endmodule
module control_unit(
    input funct7b5,
    input [2:0] funct3,
    input [6:0] op,
    output MemWrite, ALUSrc, RegWrite, Jump, Branch,
    output [1:0] ResultSrc, ImmSrc,
    output [2:0] ALUControl
);
    wire [1:0] ALUOp;
    maindec md(
        .op(op), .MemWrite(MemWrite), .Branch(Branch), .ALUSrc(ALUSrc), .RegWrite(RegWrite), .Jump(Jump), 
        .ResultSrc(ResultSrc), .ImmSrc(ImmSrc), .ALUOp(ALUOp)
    );
    aludec ad(op[5], funct7b5, ALUOp, funct3, ALUControl);    
endmodule
module datapath (
    input clk, reset,
    output [31:0] PCF,
    input [31:0] InstrF, 
    output [31:0] InstrD,
    input RegWriteD, MemWriteD, JumpD, BranchD, ALUSrcD,
    input [1:0] ResultSrcD, ImmSrcD,
    input [2:0] ALUControlD,
    output [14:12] funct3M,
    input [31:0] ReadDataM,
    output [31:0] ALUResultM, WriteDataM,
    output MemWriteM
);
    wire [31:0] PCNext, PCD, PCPlus4D, PCPlus4E, PCPlus4M, PCPlus4W, ResultW, RD1D, RD2D, ImmExtD;
    wire [31:0] RD1E, RD2E, PCE, ImmExtE;
    wire [11:7] RdW, RdE, RdM;
    wire  [14:12] funct3D, funct3E;
    wire RegWriteE, RegWriteM, RegWriteW, MemWriteE, JumpE, BranchE, ALUSrcE;
    wire [1:0] ResultSrcE, ResultSrcM, ResultSrcW;
    wire [2:0] ALUControlE;
    wire [31:0] SrcBE, ALUResultE, ALUResultW, ReadDataW;
    wire [31:0] PCPlus4F;
    wire [31:0] PCTargetE;
    wire ZeroE;
    wire PCSrcE;
    assign funct3D = InstrD[14:12];
    ff FF(
        .clk(clk), .reset(reset), .d(PCNext), .q(PCF)
    );
    adder pcadd4(PCF, 32'd4, PCPlus4);
    always @(*) begin
        $monitor("PCF: %d", PCF);
    end
    ff_id FFD(.clk(clk), .InstrF(InstrF), .PCF(PCF), .PCPlus4F(PCPlus4F), .InstrD(InstrD), .PCD(PCD), .PCPlus4D(PCPlus4D));
    regfile rf(.clk(clk), .RegWrite(RegWriteW), .A1(InstrD[19:15]), .A2(InstrD[24:20]), .A3(RdW), .WD3(ResultW), .RD1(RD1D), .RD2(RD2D));
    extend ext(.instr(InstrD[31:7]), .immsrc(ImmSrcD), .immext(ImmExtD));
    ff_e FFE(
        .clk(clk), .funct3D(funct3D), .funct3E(funct3E), .RegWriteD(RegWriteD), .MemWriteD(MemWriteE), .JumpD(JumpD), .BranchD(BranchD), .ALUSrcD(ALUSrcD),
        .ResultSrcD(ResultSrcD), .ALUControlD(ALUControlD), .RegWriteE(RegWriteE), .MemWriteE(MemWriteE), .JumpE(JumpE), .BranchE(BranchE), .ALUSrcE(ALUSrcE),
        .RD1D(RD1D), .RD2D(RD2D), .PCD(PCD), .RdD(InstrD[11:7]), .ImmExtD(ImmExtD), .PCPlus4D(PCPlus4D), .RD1E(RD1E), .RD2E(RD2E), .PCE(PCE), .RdE(RdE),
        .ImmExtE(ImmExtE), .PCPlus4E(PCPlus4E), .ALUControlE(ALUControlE), .ResultSrcE(ResultSrcE)
    );
    mux2 emux(
        .in0(RD2E), .in1(ImmExtE), .sel(ALUSrcE), .out(SrcBE)
    );
    alu adder(PCE, ImmExtE, 3'b000, PCTargetE);
    alu ALU(
        .SrcA(RD1E), .SrcB(SrcBE), .ALUControl(ALUControlE), .ALUResult(ALUResultE) , .Zero(ZeroE)
    );
    ff_m FFM(
        .clk(clk), .funct3E(funct3E), .funct3M(funct3M), .RegWriteE(RegWriteE), .MemWriteE(MemWriteE), .ResultSrcE(ResultSrcE), .RegWriteM(RegWriteM), .MemWriteM(MemWriteM), .ResultSrcM(ResultSrcM),
        .ALUResultE(ALUResultE), .WriteDataE(RD2E), .RdE(RdE), .PCPlus4E(PCPlus4E), .ALUResultM(ALUResultM), .WriteDataM(WriteDataM), .RdM(RdM), .PCPlus4M(PCPlus4M)
    );
    ff_w FFW(
        .clk(clk), .RegWriteM(RegWriteM), .ResultSrcM(ResultSrcM), .RegWriteW(RegWriteW), .ResultSrcW(ResultSrcW),
        .RdM(RdM), .ALUResultM(ALUResultM), .ReadDataM(ReadDataM), .PCPlus4M(PCPlus4M), .RdW(RdW),
        .ALUResultW(ALUResultW), .ReadDataW(ReadDataW), .PCPlus4W(PCPlus4W)
    );
    mux3 MUX3(
        .in0(ALUResultW), .in1(ReadDataW), .in2(PCPlus4W), .sel(ResultSrcW), .out(ResultW)
    );
    assign PCSrcE = (ZeroE & BranchE) | JumpE;
    mux2 MUX2(
        .in0(PCPlus4F), .in1(PCTargetE), .sel(PCSrcE), .out(PCNext)
    );
endmodule
module extend(input [31:7] instr,
                input [1:0] immsrc,
                output reg [31:0] immext);
    always @(*) begin
        case (immsrc)
            2'b00: immext = {{20{instr[31]}}, instr[31:20]};
            2'b01: immext = {{20{instr[31]}}, instr[31:25], instr[11:7]};
            2'b10: immext = {{20{instr[31]}}, instr[31:20]};
            2'b11: immext = {{12{instr[31]}}, instr[19:12], instr[20], instr[30:21], 1'b0};
            default: immext = 32'bx;
        endcase
    end
endmodule
module ff #(parameter WIDTH = 32)(
    input clk,
    input reset,
    input [WIDTH-1:0] d,
    output reg [WIDTH-1:0] q
);
    always @(posedge clk or posedge reset) begin
        if (reset)
            q <= 0;
        else
            q <= d;
    end
endmodule
module ff_e(
    input [2:0] funct3D,
    output reg [2:0] funct3E,
    input RegWriteD, MemWriteD, JumpD, BranchD, ALUSrcD,
    input [1:0] ResultSrcD,
    input [2:0] ALUControlD,
    output reg RegWriteE, MemWriteE, JumpE, BranchE, ALUSrcE,
    output reg [1:0] ResultSrcE,
    output reg [2:0] ALUControlE,
    input clk,
    input [11:7] RdD,
    output reg [11:7] RdE,
    input [31:0] RD1D, RD2D, PCD, ImmExtD, PCPlus4D,
    output reg [31:0] RD1E, RD2E, PCE, ImmExtE, PCPlus4E
);
    always @(posedge clk) begin
        funct3E <= funct3D;
        RegWriteE <= RegWriteD;
        MemWriteE <= MemWriteD;
        JumpE <= JumpD;
        BranchE <= BranchD;
        ALUSrcE <= ALUSrcD;
        ResultSrcE <= ResultSrcD;
        ALUControlE <= ALUControlD;
        RD1E <= RD1D;
        RD2E <= RD2D;
        PCE <= PCD;
        RdE <= RdD;
        ImmExtE <= ImmExtD;
        PCPlus4E <= PCPlus4D;
    end
endmodule
module ff_id (
    input clk,
    input [31:0] InstrF, PCF, PCPlus4F,
    output reg [31:0] InstrD, PCD, PCPlus4D
);
    always @(posedge clk) begin
        InstrD <= InstrF;
        PCD <= PCF;
        PCPlus4D <= PCPlus4F;
    end
endmodule
module ff_m(
    input [2:0] funct3E,
    output reg [2:0] funct3M, 
    input RegWriteE, MemWriteE,
    input [1:0] ResultSrcE,
    output reg RegWriteM, MemWriteM,
    output reg [1:0] ResultSrcM,
    input clk,
    input [11:7] RdE,
    output reg [11:7] RdM,
    input [31:0] ALUResultE, WriteDataE, PCPlus4E,
    output reg [31:0] ALUResultM, WriteDataM, PCPlus4M
);
    always @(posedge clk) begin
        funct3M <= funct3E;
        RegWriteM <= RegWriteE;
        MemWriteM <= MemWriteE;
        ResultSrcM <= ResultSrcE;
        ALUResultM <= ALUResultE;
        WriteDataM <= WriteDataE;
        RdM <= RdE;
        PCPlus4M <= PCPlus4E;
    end
endmodule
module ff_w(
    input RegWriteM,
    input [1:0] ResultSrcM,
    output reg RegWriteW,
    output reg [1:0] ResultSrcW,
    input clk,
    input [4:0] RdM,
    input [31:0] ALUResultM, ReadDataM, PCPlus4M,
    output reg [4:0] RdW,
    output reg [31:0] ALUResultW, ReadDataW, PCPlus4W
);
    always @(posedge clk) begin
        RegWriteW <= RegWriteM;
        ResultSrcW <= ResultSrcM;
        RdW <= RdM;
        ALUResultW <= ALUResultM;
        ReadDataW <= ReadDataM;
        PCPlus4W <= PCPlus4M;
    end
endmodule
module maindec(input [6:0] op,
                output MemWrite, Branch, ALUSrc, RegWrite, Jump,
                output [1:0] ResultSrc, ImmSrc, ALUOp
);
    reg [10:0] controls;
    assign {RegWrite, ImmSrc, ALUSrc, MemWrite, 
            ResultSrc, Branch, ALUOp, Jump} = controls;
    always @(*) begin
        case(op)
            7'b0000011: controls = 11'b1_00_1_0_01_0_00_0;  
            7'b0100011: controls = 11'b0_01_1_1_00_0_00_0;  
            7'b0110011: controls = 11'b1_xx_0_0_00_0_10_0;  
            7'b1100011: controls = 11'b0_10_0_0_00_1_01_0;  
            7'b0010011: controls = 11'b1_00_1_0_00_0_10_0;  
            7'b1101111: controls = 11'b1_11_0_0_10_0_00_1;  
            default: controls = 11'bx_xx_x_x_xx_x_xx_x;  
        endcase
    end
endmodule
module mux2 #(parameter WIDTH = 32) (
    input [WIDTH-1:0] in0, in1,
    input sel,
    output [WIDTH-1:0] out
);
    assign out = sel ? in0 : in1;
endmodule
module mux3 #(parameter WIDTH = 32) (
    input [WIDTH-1:0] in0, in1, in2,
    input [1:0] sel,
    output [WIDTH-1:0] out
);
    assign out = sel[1] ? in2 : (sel[0] ? in1 : in0);
endmodule
module regfile(
    input clk,
    input RegWrite,
    input [4:0] A1,
    input [4:0] A2,
    input [4:0] A3,
    input [31:0] WD3,
    output [31:0] RD1,
    output [31:0] RD2
);
    reg [31:0] registers [31:0];
    initial begin
        registers[0] = 32'b0;
    end
    assign RD1 = registers[A1];
    assign RD2 = registers[A2];
    always @(posedge clk) begin
        if (RegWrite && (A3 != 0))  
            registers[A3] <= WD3;
    end
endmodule
==> results.txt <==
flow finished, numbers: status completed, number of distinct library cells after synthesis 86, starting DRC count in detailed routing approximately 1900, overall die width just under 400 µm, number of global-route vias before repair 35900, cts repair resizes 0, crit path time final 6.64 ns, fmax 150 MHz, Setup crit start DP.FFM.ALUResultM[0], fill count about 13000, power density over cell area 83.8 nW/µm², #FFs+latches synth roughly 1400, cell area after technology mapping approximately 60000 µm², register area 38200 µm², H-tree depth 4, slowest cell on the critical path sky130_fd_sc_hd__dfxtp_1, overflow left after global routing 0, startpoint class of the critical path register, cts-stage hold buffer count 0, number of iterations in the first detailed-routing pass 5, wire length of the first global-routing pass approximately 250 mm, Total GRT Usage 0.241, RSZ-0062 raised after global routing false, critical register-to-register path endpoint DP.FFE.RD2E[27], min setup slack post-route between 15 and 20 ns, share of the synthesized area in the top cell type 0.502, cell taking the most area after synthesis sky130_fd_sc_hd__edfxtp_1, number of setup violations in the final report 0, count of endpoints without a timing constraint 64, CTS tree done, ranking of synthesized cells by instance count 1024 x sky130_fd_sc_hd__edfxtp_1, 640 x sky130_fd_sc_hd__mux4_2, 307 x sky130_fd_sc_hd__dfxtp_1, 150 x sky130_fd_sc_hd__ha_1, 122 x sky130_fd_sc_hd__a21oi_1, buffer-and-inverter tally for the worst setup path 1, effective utilization at floorplan 0.403, IO Pins between 150 and 200, Yosys warnings 78, kind of end point of the critical path output port, hold-critical path depth 0, setup slack of the worst register-to-register path 19.70 ns, antenna violation net count after detailed routing 0, worst slack after detailed placement between 15 and 20 ns, Bufs on Longest Clock Path 3, clock-pin slew of the registers on the worst-case setup and hold paths 0.06 ns, Slew @ Worst Pin ~1 ns, stage delay of the slowest cell on the critical path between 0.5 and 0.6 ns, reg-to-reg startpoint DP.FFD.InstrD[20], count leader, synth sky130_fd_sc_hd__edfxtp_1, gpl congestion ~0.92, number of remaining DRC errors 0, antenna fix cells 0, critical setup path kind reg -> out, Largest cells by area sky130_fd_sc_hd__edfxtp_1 50%, sky130_fd_sc_hd__mux4_2 24%, sky130_fd_sc_hd__dfxtp_1 10%, Routed WL per cell about 30 µm, Design Power just under 6 mW, chip area estimate from yosys synthesis ~61000 µm², Relative slew margins 0.332, core box area roughly 150000 µm², Lkg Pwr between 20 and 25 nW, Total Routed Length roughly 170 mm, maximum number of pins on one net before global-route repair just under 90, combinational cell area excluding buffers and inverters around 22000 µm², standard-cell row count 143, number of hold violations in the final report 0, cell total in the yosys stat output 3325, Worst Hold Class reg -> reg, required time at the endpoint of the critical path ~19 ns, Critical Path, Cell by Cell clkdlybuf4s50_1, max-cap violations 0, count of input and output buffers approximately 130, via count normalized by instance count ~5.7, CP arrival approximately 1.9 ns, OpenROAD warning count ~150, worst-skew pair later-pin latency between 0.7 and 0.8 ns, final max-slew violation count 0, async set or reset register ratio after synthesis 0.0229, buffer cell driving the clock tree root sky130_fd_sc_hd__clkbuf_16, critical hold path startpoint DP.FFE.RdE[10], vias after detailed routing approximately 33000, peak supply drop a little under 80 µV, portion of the clock cycle consumed by the worst path in the final layout 0.278, detailed placer's ending HPWL 104 mm, mean post-synth cell area between 15 and 20 µm², relative area change from synthesis to final layout 15.0%, critical-path maximum fanout 2, Total Negative Setup Slacks 0 ns, post-synthesis cell count 3325, antenna violations before repair 9, # Post-CTS Setup Buffers 0, family of cells with the greatest summed delay on the critical path flip-flops, share of layout cells above drive strength 1 0.302, vertical die dimension just under 400 µm, number of flops mapped to enable cells by yosys 1024, worst clock skew on the final layout between 0.03 and 0.04 ns, die area between 150000 and 200000 µm², register pins left without a clock 32, Synth Flop Type sky130_fd_sc_hd__edfxtp_1, hold-critical path endpoint DP.FFM.RdM[10], cells on worst reg2reg path 6, CTS Buf Count 143
## area by class of cell
| class | instances | area share |
|---|---|---|
| clock buffers | 202 | 0.0583 |
| clock inverters | 61 | 0.00842 |
| inverters | 109 | 0.00581 |
| multi-input cells | 1664 | 0.316 |
| flip-flops and latches | 1395 | 0.542 |
| well taps | 2030 | 0.0361 |
| repair buffers | 262 | 0.0331 |
## cell usage in the layout, fill, tap and decap left out, types with 82 or more instances in the layout
| master | synthesis | layout |
|---|---|---|
| sky130_fd_sc_hd__inv_1 | 109 | 109 |
| sky130_fd_sc_hd__edfxtp_1 | 1024 | 1024 |
| sky130_fd_sc_hd__buf_4 | 1 | 127 |
| sky130_fd_sc_hd__ha_1 | 150 | 150 |
| sky130_fd_sc_hd__clkbuf_16 | 0 | 149 |
| sky130_fd_sc_hd__a21oi_1 | 122 | 122 |
| sky130_fd_sc_hd__mux4_2 | 640 | 640 |
| sky130_fd_sc_hd__dfxtp_1 | 307 | 296 |
| sky130_fd_sc_hd__o21ai_0 | 82 | 82 |
| sky130_fd_sc_hd__clkdlybuf4s50_1 | 0 | 132 |
## cells by family after synthesis
kind of cell,after synthesis,share of synthesized area
xor+xnor,71,0.0102
simple gates,300,0.0236
compound gates,379,0.0407
flops,1363,0.615
mux,728,0.251
buf+inv,298,0.0197
other cells,1,0.0000612
fa+ha+maj,153,0.0316
latches,32,0.00784
## metrics by stage
step / util / area (µm²) / std cells / hold slack, ns
3_5_place_dp: 0.433 / 65700 / 5460 / 0.312
2_1_floorplan: - / 61400 / 3357 / 0.310
5_1_grt: 0.464 / 70400 / 5723 / 0.329
6_report: 0.464 / 70400 / 5723 / 0.323
4_1_cts: 0.464 / 70400 / 5723 / 0.324
3_3_place_gp: 0.433 / 65700 / 5460 / 0.310
## worst max path at each step
stage                           end  slack, ns  depth (start not counted)
after CTS             ALUResultM[0]      17.20                          1
after global routing  ALUResultM[0]      17.15                          1
final                 ALUResultM[0]      17.26                          1
## power by group
group / switching [mW] / internal, mW / total (mW)
sequential: 0.0866 / 2.67 / 2.76
combinational: 0.489 / 0.439 / 0.928
clock: 0.922 / 1.29 / 2.21
total: 1.50 / 4.40 / 5.90
## layer usage
metal | share of wire | vias up | GRT usage
li1 | - | 14100 | -
met1 | 0.33 | 16700 | 0.292
met2 | 0.48 | 1805 | 0.363
met3 | 0.16 | 299 | 0.166
met4 | 0.030 | 14 | 0.0578
met5 | 0.00054 | - | 0.000924
## registers in the layout (all words and copies together), names as in the netlist, 5 cells and up
name and flops:
DP.FFE.RdE 5, DP.FFM.ALUResultM 32, DP.FFE.RD2E 32, DP.FFE.PCE 32, DP.ALU.ALUResult 32, DP.FFM.WriteDataM 32
DP.FFM.RdM 5, DP.FFD.InstrD 32, DP.FFE.ALUControlE 5, DP.FFW.RdW 5, DP.rf.registers 1024, DP.FFE.ImmExtE 21
DP.FF.q 32, DP.FFW.ALUResultW 32, DP.FFD.PCD 32, DP.FFE.RD1E 32
Power and IR drop assume default switching activity.
